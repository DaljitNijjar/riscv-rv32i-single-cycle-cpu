File: /design/flow/run.sh
#!/bin/bash
# OpenROAD 26Q1-2900-gdf79404cd8, Yosys 0.63+post, stock flow scripts
make -C /OpenROAD-flow-scripts/flow DESIGN_CONFIG=/design/flow/config.mk WORK_HOME=/design/flow/orfs finish
File: /design/flow/config.mk
export PLATFORM = sky130hd
export DESIGN_NAME = core
export DESIGN_NICKNAME = core
export VERILOG_FILES = /design/flow/design.v
export SDC_FILE = /design/flow/constraint.sdc
export NUM_CORES = 4
export LEC_CHECK = 1
export CORE_UTILIZATION = 50
File: /design/flow/constraint.sdc
current_design core

set clk_period 29.0
set clk_io_pct 0.2

create_clock -name clk0 -period $clk_period [get_ports {clk}]

set non_clock_inputs [all_inputs -no_clocks]
set_input_delay [expr $clk_period * $clk_io_pct] -clock clk0 $non_clock_inputs
set_output_delay [expr $clk_period * $clk_io_pct] -clock clk0 [all_outputs]
File: /design/flow/design.v
module alu (
    input  logic [31:0] a,
    input  logic [31:0] b,
    input  logic [3:0]  alu_op,
    output logic [31:0] result,
    output logic        zero
);
    localparam logic [3:0]
        ALU_ADD  = 4'h0,
        ALU_SUB  = 4'h1,
        ALU_AND  = 4'h2,
        ALU_OR   = 4'h3,
        ALU_XOR  = 4'h4,
        ALU_SLL  = 4'h5,
        ALU_SRL  = 4'h6,
        ALU_SRA  = 4'h7,
        ALU_SLT  = 4'h8,
        ALU_SLTU = 4'h9;
    logic signed [31:0] as, bs;
    always_comb begin
        as = a;
        bs = b;
        case (alu_op)
            ALU_ADD:  result = a + b;
            ALU_SUB:  result = a - b;
            ALU_AND:  result = a & b;
            ALU_OR:   result = a | b;
            ALU_XOR:  result = a ^ b;
            ALU_SLL:  result = a << b[4:0];
            ALU_SRL:  result = a >> b[4:0];
            ALU_SRA:  result = as >>> b[4:0];
            ALU_SLT:  result = (as < bs) ? 32'd1 : 32'd0;
            ALU_SLTU: result = (a  < b ) ? 32'd1 : 32'd0;
            default:  result = 32'd0;
        endcase
    end
    assign zero = (result == 32'd0);
endmodule
module core (
    input  logic        clk,
    input  logic        rst,       
    input  logic [31:0] instr,     
    output logic [4:0]  dbg_rs1,
    output logic [4:0]  dbg_rs2,
    output logic [4:0]  dbg_rd,
    output logic [31:0] dbg_imm,
    output logic [3:0]  dbg_alu_op,
    output logic        dbg_reg_write,
    output logic        dbg_alu_src_imm,
    output logic [31:0] dbg_rs1_data,
    output logic [31:0] dbg_rs2_data,
    output logic [31:0] dbg_alu_b,
    output logic [31:0] dbg_alu_result
);
    logic [4:0]  rs1, rs2, rd;
    logic [31:0] imm;
    logic        reg_write;
    logic        alu_src_imm;
    logic [3:0]  alu_op;
    decoder u_dec (
        .instr(instr),
        .rs1(rs1),
        .rs2(rs2),
        .rd(rd),
        .imm(imm),
        .reg_write(reg_write),
        .alu_src_imm(alu_src_imm),
        .alu_op(alu_op)
    );
    logic [31:0] rs1_data, rs2_data;
    logic [31:0] wd;
    logic        we;
    assign wd = dbg_alu_result;
    assign we = reg_write;
    regfile u_rf (
        .clk(clk),
        .write_enable(we),
        .read_register1(rs1),
        .read_register2(rs2),
        .write_register(rd),
        .write_data(wd),
        .read_data1(rs1_data),
        .read_data2(rs2_data)
    );
    logic [31:0] alu_b;
    assign alu_b = (alu_src_imm) ? imm : rs2_data;
    logic [31:0] alu_result;
    logic        alu_zero;
    alu u_alu (
        .a(rs1_data),
        .b(alu_b),
        .alu_op(alu_op),
        .result(alu_result),
        .zero(alu_zero)
    );
    assign dbg_rs1        = rs1;
    assign dbg_rs2        = rs2;
    assign dbg_rd         = rd;
    assign dbg_imm        = imm;
    assign dbg_alu_op     = alu_op;
    assign dbg_reg_write  = reg_write;
    assign dbg_alu_src_imm= alu_src_imm;
    assign dbg_rs1_data   = rs1_data;
    assign dbg_rs2_data   = rs2_data;
    assign dbg_alu_b      = alu_b;
    assign dbg_alu_result = alu_result;
endmodule
module decoder (
    input  logic [31:0] instr,
    output logic [4:0]  rs1,
    output logic [4:0]  rs2,
    output logic [4:0]  rd,
    output logic [31:0] imm,
    output logic        reg_write,    
    output logic        alu_src_imm,   
    output logic [3:0]  alu_op         
);
    logic [6:0] opcode;
    logic [2:0] funct3;
    logic [6:0] funct7;
    assign opcode = instr[6:0];
    assign rd     = instr[11:7];
    assign funct3 = instr[14:12];
    assign rs1    = instr[19:15];
    assign rs2    = instr[24:20];
    assign funct7 = instr[31:25];
    localparam logic [3:0]
        ALU_ADD  = 4'h0,
        ALU_SUB  = 4'h1,
        ALU_AND  = 4'h2,
        ALU_OR   = 4'h3,
        ALU_XOR  = 4'h4,
        ALU_SLL  = 4'h5,
        ALU_SRL  = 4'h6,
        ALU_SRA  = 4'h7,
        ALU_SLT  = 4'h8,
        ALU_SLTU = 4'h9;
    always_comb begin
        imm        = 32'd0;
        reg_write  = 1'b0;
        alu_src_imm= 1'b0;
        alu_op     = ALU_ADD;
        unique case (opcode)
            7'b0110011: begin
                reg_write   = 1'b1;
                alu_src_imm = 1'b0;
                unique case (funct3)
                    3'b000: alu_op = (funct7 == 7'b0100000) ? ALU_SUB : ALU_ADD;  
                    3'b111: alu_op = ALU_AND;
                    3'b110: alu_op = ALU_OR;
                    3'b100: alu_op = ALU_XOR;
                    3'b001: alu_op = ALU_SLL;
                    3'b101: alu_op = (funct7 == 7'b0100000) ? ALU_SRA : ALU_SRL;  
                    3'b010: alu_op = ALU_SLT;
                    3'b011: alu_op = ALU_SLTU;
                    default: alu_op = ALU_ADD;
                endcase
            end
            7'b0010011: begin
                reg_write   = 1'b1;
                alu_src_imm = 1'b1;
                imm = {{20{instr[31]}}, instr[31:20]};
                unique case (funct3)
                    3'b000: alu_op = ALU_ADD;    
                    3'b111: alu_op = ALU_AND;    
                    3'b110: alu_op = ALU_OR;     
                    3'b100: alu_op = ALU_XOR;    
                    3'b010: alu_op = ALU_SLT;    
                    3'b011: alu_op = ALU_SLTU;   
                    3'b001: begin                
                        alu_op = ALU_SLL;
                        imm    = {27'd0, instr[24:20]};  
                    end
                    3'b101: begin
                        alu_op = (funct7 == 7'b0100000) ? ALU_SRA : ALU_SRL;  
                        imm    = {27'd0, instr[24:20]};  
                    end
                    default: alu_op = ALU_ADD;
                endcase
            end
            default: begin
                reg_write   = 1'b0;
                alu_src_imm = 1'b0;
                alu_op      = ALU_ADD;
                imm         = 32'd0;
            end
        endcase
    end
endmodule
module regfile (
    input  logic        clk,
    input  logic        write_enable,             
    input  logic [4:0]  read_register1,                      
    input  logic [4:0]  read_register2,                      
    input  logic [4:0]  write_register,           
    input  logic [31:0] write_data,                       
    output logic [31:0] read_data1,                 
    output logic [31:0] read_data2                  
);
    logic [31:0] regs [31:0];
    assign read_data1 = (read_register1 == 0) ? 32'b0 : regs[read_register1];
    assign read_data2 = (read_register2 == 0) ? 32'b0 : regs[read_register2];
    always_ff @(posedge clk) begin
        if (write_enable && (write_register != 0)) begin
            regs[write_register] <= write_data;
        end
    end
endmodule
==> flow_summary.json <==
{
  "ir_worst_vdd_mv": 0.0565,
  "synth_cells": 3710,
  "ys_sh_xor": 0.00416,
  "power_density_mw_per_mm2": 66.1,
  "fp_util": 0.505,
  "grt_max_degree": 87,
  "tool_warnings": 90,
  "nFillCells": 8460,
  "crit_fanout": 53,
  "required_ns": 23.20,
  "overflow": 0,
  "fin_total_pwr_w": 0.00426,
  "crit_arrival_ns": 15.24,
  "hold_violations": 0,
  "cts_tree": "yes",
  "yosys_area_sq_mm": 0.0568,
  "vias": 38300,
  "coreArea_sq_mm": 0.112,
  "cts_setup_buffers": 0,
  "ant_nets": 0,
  "clk_pin_slew_ns": 0.06,
  "ff_type": "edfxtp_1",
  "hpwl_mm": 143,
  "largest_reg_flops": 1024,
  "drive_above_1_share": 0.262,
  "ys_sh_adder": 0.0219,
  "clk_latency_ns": 0.74,
  "synthArstFlopShare": 0,
  "ys_sh_mux": 0.266,
  "maxCapViolCount": 0,
  "fp.dieW_um": 339,
  "skew_ns": 0.0812,
  "chipArea_sq_mm": 0.115,
  "yosys.stat.seqShare": 0.541,
  "period_minus_slack_ns": 21.04,
  "hold_path.class": "reg2reg",
  "routed_wl_mm": 217,
  "top_register": "u_rf.regs",
  "flop_area_sq_mm": 0.0307,
  "path_class": "in2out",
  "firstDrtPassIters": 6,
  "synth_cell_type_count": 96,
  "row_count": 123,
  "combGateArea_sq_mm": 0.0245,
  "area_growth_pct": 13.7,
  "rsz0062_at_grt": "no",
  "p_leak_nw": 21.5,
  "wire_per_inst_um": 39.2,
  "tns_ns": 0,
  "place_congestion": 1.04,
  "drtIter0Drc": 3118,
  "io_buffers": 213,
  "maxSlewViolCount": 0,
  "io-pin-count": 215,
  "antenna_found_initial": 11,
  "ys_cells": 3710,
  "grt_pass1_wl_mm": 305,
  "top_regs": "u_rf.regs x1024",
  "cts.hold.buffers_added": 0,
  "ctsLongestPathBuffers": 3,
  "ys_sh_simple": 0.0530,
  "yosys_warnings": 3,
  "avgSynthCellArea_sq_um": 15.3,
  "cts_resized": 0,
  "status": "complete, no violations",
  "netlist_area_sq_mm": 0.0568,
  "track_usage": 0.424,
  "die.size.y_um": 339,
  "fin_crit_sh": 0.725,
  "worst_pin_slew_ns": 1.08,
  "setup.worst_path.start_class": "input pin",
  "ys_sh_aoi": 0.0784,
  "cts.sink_count": 1024,
  "routed_via_density": 6.92,
  "ys_top_logic_family": "multiplexers",
  "drc": 0,
  "fmax_mhz": 47.5,
  "edf_count": 1024,
  "numCtsBuffers": 104,
  "h-tree-depth": 3,
  "maxSlewHeadroom": 0.279,
  "cp-end-kind": "output pin",
  "numSynthFlops": 1024,
  "root_buffer": "clkbuf_16",
  "grt_pass1_vias": 41700,
  "setup_viol": 0
}
## cell usage after synthesis, drive strengths merged, types with 8 or more instances
| library cell | n | area (sq um) |
|---|---|---|
| clkbuf | 136 | 510 |
| or3 | 16 | 100 |
| nand3 | 35 | 175 |
| o21bai | 12 | 90.1 |
| and2 | 8 | 50.1 |
| o31ai | 15 | 131 |
| a22oi | 33 | 258 |
| nand2b | 16 | 100 |
| nor2b | 16 | 100 |
| mux2 | 35 | 394 |
| nor3 | 34 | 170 |
| xnor2 | 21 | 184 |
| nand4 | 11 | 68.8 |
| o211ai | 45 | 352 |
| mux4 | 571 | 12900 |
| ha | 96 | 1200 |
| nand2 | 243 | 912 |
| or2 | 9 | 56.3 |
| inv | 102 | 383 |
| o2111ai | 8 | 70.1 |
| nor2 | 233 | 877 |
| buf | 179 | 1100 |
| a211o | 14 | 123 |
| o21a | 10 | 75.1 |
| a31oi | 17 | 113 |
| a21oi | 208 | 1060 |
| mux2i | 182 | 1830 |
| o22ai | 35 | 219 |
| a221o | 8 | 80.1 |
| and3 | 16 | 100 |
| o21ai | 129 | 646 |
| edfxtp | 1024 | 30700 |
| o221ai | 23 | 201 |
| a21o | 16 | 120 |
| nor4 | 16 | 121 |
| a211oi | 24 | 190 |
| a221oi | 12 | 105 |
## where the power goes
part           switching [W]  internal (W)
Combinational       0.000736      0.000361
Sequential        0.00000665       0.00186
Clock               0.000579      0.000727
## stage by stage
step	instance area (sq um)	hold slack (ns)	utilization	setup WS, ns	std cells
global placement	61300	2.01	0.545	7.89	5346
global route	64600	2.05	0.574	7.26	5531
finish	64600	2.02	0.574	7.96	5535
CTS	64600	1.98	0.574	7.94	5531
floorplan	56900	1.81	-	10.84	3741
detailed placement	61300	2.01	0.545	7.95	5346
## kinds of logic after synthesis
family | Yosys count
muxes | 788
other | 1
and+or+nand+nor | 675
xor gates and xnor gates | 27
DFF | 1024
buffers and inverters | 421
AOI/OAI and AO/OA | 676
adders and majority gates | 98
## worst paths after layout
kind                    startpoint                  to  slack [ns]  depth (start not counted)
setup reg to reg  u_rf.regs[27][0]   u_rf.regs[27][24]       21.62                         22
hold reg to reg   u_rf.regs[26][4]    u_rf.regs[15][3]        2.02                          8
setup / recovery         instr[20]  dbg_alu_result[24]        7.96                         22
hold / removal    u_rf.regs[26][4]    u_rf.regs[15][3]        2.02                          8
## metal layers
layer / wire (um) / up-vias / share of wire / global-route usage
met3: 40600 / 591 / 0.19 / 0.330
met1: 65900 / 18900 / 0.30 / 0.511
met4: 12700 / 37 / 0.059 / 0.181
met2: 97000 / 3160 / 0.45 / 0.578
li1: - / 15600 / - / -
met5: 778 / - / 0.0036 / 0.0446
## area by class of cell
cell class	instances	share of cell area
Antenna cell	4	0.000155
Clock buffer	132	0.0419
Clock inverter	53	0.00899
Inverter	106	0.00624
Multi-Input combinational cell	2296	0.380
Sequential cell	1024	0.476
Tap cell	1500	0.0291
Timing Repair Buffer	420	0.0574
## cell usage in the layout (no fill, tap or decap), drive strengths merged, types with 14 or more instances in the layout
cell	count
nor4	16
nor2	233
and3	16
nand2b	16
a211o	14
mux2	35
xnor2	21
buf	214
o31ai	15
o22ai	35
clkinv	41
o211ai	45
a21o	16
ha	96
nor3	34
nand2	243
nor2b	16
nand3	35
a31oi	17
a22oi	33
clkbuf	132
a211oi	24
inv	107
edfxtp	1024
conb	32
mux2i	182
mux4	571
a21oi	208
or3	16
clkdlybuf4s50	206
o221ai	23
o21ai	129
## worst max-delay path: stages
cell,delay (ns)
buf_8,0.42
buf_4,0.76
buf_4,0.66
buf_4,0.73
buf_4,0.72
mux4_2,0.60
mux4_2,0.49
nand2_1,0.09
a21oi_1,0.20
buf_4,0.26
a21oi_1,0.26
ha_1,0.41
or4_1,0.54
nor2_1,0.14
a2111oi_1,0.17
o31ai_2,0.49
a31oi_1,0.28
or3_1,0.39
and4_1,0.18
or4_1,0.67
buf_4,0.29
clkdlybuf4s50_1,0.47
Power figures rest on the tool's default switching activity, not on a simulated workload.

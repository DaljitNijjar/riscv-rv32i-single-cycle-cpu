==> flow/design.v <==
module alu (
    input  logic [31:0] a,
    input  logic [31:0] b,
    input  logic [3:0]  alu_op,
    output logic [31:0] result,
    output logic        zero
);
    localparam logic [3:0]
        ALU_ADD  = 4'h0,
        ALU_SUB  = 4'h1,
        ALU_AND  = 4'h2,
        ALU_OR   = 4'h3,
        ALU_XOR  = 4'h4,
        ALU_SLL  = 4'h5,
        ALU_SRL  = 4'h6,
        ALU_SRA  = 4'h7,
        ALU_SLT  = 4'h8,
        ALU_SLTU = 4'h9;
    logic signed [31:0] as, bs;
    always_comb begin
        as = a;
        bs = b;
        case (alu_op)
            ALU_ADD:  result = a + b;
            ALU_SUB:  result = a - b;
            ALU_AND:  result = a & b;
            ALU_OR:   result = a | b;
            ALU_XOR:  result = a ^ b;
            ALU_SLL:  result = a << b[4:0];
            ALU_SRL:  result = a >> b[4:0];
            ALU_SRA:  result = as >>> b[4:0];
            ALU_SLT:  result = (as < bs) ? 32'd1 : 32'd0;
            ALU_SLTU: result = (a  < b ) ? 32'd1 : 32'd0;
            default:  result = 32'd0;
        endcase
    end
    assign zero = (result == 32'd0);
endmodule
module core_pc #(
    parameter int IMEM_WORDS = 16
)(
    input  logic clk,
    input  logic rst,
    output logic [31:0] dbg_pc,
    output logic [31:0] dbg_instr,
    output logic [4:0]  dbg_rd,
    output logic        dbg_reg_write,
    output logic [31:0] dbg_wd
);
    logic [31:0] pc;
    always_ff @(posedge clk) begin
        if (rst) pc <= 32'd0;
        else     pc <= pc + 32'd4;
    end
    logic [31:0] imem [0:IMEM_WORDS-1];
    initial begin : init_imem
        integer i;
        for (i = 0; i < IMEM_WORDS; i = i + 1)
            imem[i] = 32'h00000013;  
        imem[0] = 32'h00500093;  
        imem[1] = 32'h00308113;  
        imem[2] = 32'h002081B3;  
        imem[3] = 32'h4011D213;  
    end
    logic [31:0] instr;
    logic [$clog2(IMEM_WORDS)-1:0] imem_addr;
    assign imem_addr = pc[($clog2(IMEM_WORDS)+1):2];  
    assign instr     = imem[imem_addr];
    logic [4:0]  rs1, rs2, rd;
    logic [31:0] imm;
    logic        reg_write;
    logic        alu_src_imm;
    logic [3:0]  alu_op;
    decoder u_dec (
        .instr(instr),
        .rs1(rs1),
        .rs2(rs2),
        .rd(rd),
        .imm(imm),
        .reg_write(reg_write),
        .alu_src_imm(alu_src_imm),
        .alu_op(alu_op)
    );
    logic [31:0] rs1_data, rs2_data;
    logic [31:0] wd;
    assign wd = dbg_wd;
    regfile u_rf (
        .clk(clk),
        .write_enable(reg_write),
        .read_register1(rs1),
        .read_register2(rs2),
        .write_register(rd),
        .write_data(wd),
        .read_data1(rs1_data),
        .read_data2(rs2_data)
    );
    logic [31:0] alu_b;
    logic [31:0] alu_result;
    logic        alu_zero;
    assign alu_b = (alu_src_imm) ? imm : rs2_data;
    alu u_alu (
        .a(rs1_data),
        .b(alu_b),
        .alu_op(alu_op),
        .result(alu_result),
        .zero(alu_zero)
    );
    assign dbg_pc        = pc;
    assign dbg_instr     = instr;
    assign dbg_rd        = rd;
    assign dbg_reg_write = reg_write;
    assign dbg_wd        = alu_result;
endmodule
module decoder (
    input  logic [31:0] instr,
    output logic [4:0]  rs1,
    output logic [4:0]  rs2,
    output logic [4:0]  rd,
    output logic [31:0] imm,
    output logic        reg_write,    
    output logic        alu_src_imm,   
    output logic [3:0]  alu_op         
);
    logic [6:0] opcode;
    logic [2:0] funct3;
    logic [6:0] funct7;
    assign opcode = instr[6:0];
    assign rd     = instr[11:7];
    assign funct3 = instr[14:12];
    assign rs1    = instr[19:15];
    assign rs2    = instr[24:20];
    assign funct7 = instr[31:25];
    localparam logic [3:0]
        ALU_ADD  = 4'h0,
        ALU_SUB  = 4'h1,
        ALU_AND  = 4'h2,
        ALU_OR   = 4'h3,
        ALU_XOR  = 4'h4,
        ALU_SLL  = 4'h5,
        ALU_SRL  = 4'h6,
        ALU_SRA  = 4'h7,
        ALU_SLT  = 4'h8,
        ALU_SLTU = 4'h9;
    always_comb begin
        imm        = 32'd0;
        reg_write  = 1'b0;
        alu_src_imm= 1'b0;
        alu_op     = ALU_ADD;
        unique case (opcode)
            7'b0110011: begin
                reg_write   = 1'b1;
                alu_src_imm = 1'b0;
                unique case (funct3)
                    3'b000: alu_op = (funct7 == 7'b0100000) ? ALU_SUB : ALU_ADD;  
                    3'b111: alu_op = ALU_AND;
                    3'b110: alu_op = ALU_OR;
                    3'b100: alu_op = ALU_XOR;
                    3'b001: alu_op = ALU_SLL;
                    3'b101: alu_op = (funct7 == 7'b0100000) ? ALU_SRA : ALU_SRL;  
                    3'b010: alu_op = ALU_SLT;
                    3'b011: alu_op = ALU_SLTU;
                    default: alu_op = ALU_ADD;
                endcase
            end
            7'b0010011: begin
                reg_write   = 1'b1;
                alu_src_imm = 1'b1;
                imm = {{20{instr[31]}}, instr[31:20]};
                unique case (funct3)
                    3'b000: alu_op = ALU_ADD;    
                    3'b111: alu_op = ALU_AND;    
                    3'b110: alu_op = ALU_OR;     
                    3'b100: alu_op = ALU_XOR;    
                    3'b010: alu_op = ALU_SLT;    
                    3'b011: alu_op = ALU_SLTU;   
                    3'b001: begin                
                        alu_op = ALU_SLL;
                        imm    = {27'd0, instr[24:20]};  
                    end
                    3'b101: begin
                        alu_op = (funct7 == 7'b0100000) ? ALU_SRA : ALU_SRL;  
                        imm    = {27'd0, instr[24:20]};  
                    end
                    default: alu_op = ALU_ADD;
                endcase
            end
            default: begin
                reg_write   = 1'b0;
                alu_src_imm = 1'b0;
                alu_op      = ALU_ADD;
                imm         = 32'd0;
            end
        endcase
    end
endmodule
module regfile (
    input  logic        clk,
    input  logic        write_enable,             
    input  logic [4:0]  read_register1,                      
    input  logic [4:0]  read_register2,                      
    input  logic [4:0]  write_register,           
    input  logic [31:0] write_data,                       
    output logic [31:0] read_data1,                 
    output logic [31:0] read_data2                  
);
    logic [31:0] regs [31:0];
    assign read_data1 = (read_register1 == 0) ? 32'b0 : regs[read_register1];
    assign read_data2 = (read_register2 == 0) ? 32'b0 : regs[read_register2];
    always_ff @(posedge clk) begin
        if (write_enable && (write_register != 0)) begin
            regs[write_register] <= write_data;
        end
    end
endmodule
==> flow/run.sh <==
#!/bin/bash
# OpenROAD 26Q1-2900-gdf79404cd8, Yosys 0.63+post, stock flow scripts
make -C /OpenROAD-flow-scripts/flow DESIGN_CONFIG=/design/flow/config.mk WORK_HOME=/design/flow/orfs finish
==> flow/config.mk <==
export PLATFORM = sky130hd
export DESIGN_NAME = core_pc
export DESIGN_NICKNAME = core_pc
export VERILOG_FILES = /design/flow/design.v
export SDC_FILE = /design/flow/constraint.sdc
export NUM_CORES = 4
export LEC_CHECK = 1
export CORE_UTILIZATION = 40
==> flow/constraint.sdc <==
current_design core_pc

set clk_period 23.1
set clk_io_pct 0.2

create_clock -name clk0 -period $clk_period [get_ports {clk}]

set non_clock_inputs [all_inputs -no_clocks]
set_input_delay [expr $clk_period * $clk_io_pct] -clock clk0 $non_clock_inputs
set_output_delay [expr $clk_period * $clk_io_pct] -clock clk0 [all_outputs]
==> impl_metrics.tcl <==
# collected from the flow reports
set metrics [dict create \
    status "finished clean" \
    p_leak_nw 6.28 \
    area_growth_pct 15.0 \
    grt_use_met3_pct 7.63 \
    layout_top_cells "edfxtp_1, nor2_1, nor3_1, o21ai_0, a21oi_1" \
    setup_viol 0 \
    synth-async-reset-ratio_pct 0 \
    p_clk_share_pct 25.0 \
    max_freq_ghz 0.0768 \
    hpwl_um 31600 \
    h-tree-depth 1 \
    ys_sh_aoi_pct 14.2 \
    fin_setup_tns_ns 0 \
    synth_area_mm2 0.0152 \
    synthCells 1377 \
    root_buffer "clkbuf_16" \
    globalplace.congestion 1.00 \
    synth_cell_types 80 \
    worstReg2RegEnd "u_rf.regs[4][31]" \
    top_logic_kind "AND-OR/OR-AND gates" \
    ios 104 \
    xor_area_share_pct 4.32 \
    clkLatencyLatePin_ns 0.55 \
    vias 11500 \
    synth_warnings 4 \
    drv_cap 0 \
    grt_pass1_wl_um 68300 \
    skew_ns 0.0162 \
    ant_nets 0 \
    clk_path_buf_depth 3 \
    drc 0 \
    ff2ff_path_depth 21 \
    top_area_share_pct 44.3 \
    worstMarginPinSlew_ns 0.935 \
    endpoint "dbg_wd[31]" \
    grt_pass1_vias 11245 \
    postPlaceCellArea_mm2 0.0165 \
    flop_cell "edfxtp_1" \
    wirelength_um 44600 \
    dr.pass1.iters 5 \
    r2r_slack_ns 15.54 \
    worstPathArrival_ns 8.40 \
    cts_tree "built" \
    p_int_mw 1.17 \
    power_density_mw_per_mm2 103 \
    ys_seq_share_pct 49.1 \
    worstPathMaxFanout 40 \
    use_met1_pct 39.5 \
    crit_buf_inv 4 \
    path_class "register to output pin" \
    grt_max_degree 56 \
    simple_gate_area_share_pct 13.0 \
    p_switching_mw 0.621 \
    gr-usage-met2_pct 36.4 \
    fin_crit_ns 13.02 \
    fp_util_pct 40.5 \
    slew_viol_final 0 \
    cts_buffers 28 \
    nFillCells 3432 \
    hold_buffers 0 \
    crit_cells 22 \
    hold_viol 0 \
    max-slew-margin-rel_pct 37.0 \
    crit_family "AND-OR/OR-AND gates" \
    adder_share_pct 3.01 \
    cp-startpoint "u_dec.instr[21]" \
    grt_overflow_total 0 \
    core_area_mm2 0.0375 \
    post_cts_buffers 0 \
    worst_path_max_delay_cell "dfxtp_4" \
    die_area_mm2 0.0388 \
    p_seq_share_pct 36.9 \
    crit_chain "buf_4 -> inv_1 -> a2111oi_0 -> o31ai_2 -> buf_4 -> nand2_1 -> ha_1 -> and4_1 -> and2_1 -> o21ai_1 -> nor2_1 -> xor2_1 -> ha_1 -> nand2_1 -> o21ai_0 -> o41ai_1 -> a41oi_1 -> a31oi_1 -> nor3b_1 -> nor4_2 -> xnor2_1 -> clkdlybuf4s50_1" \
    avgSynthCellArea_um2 11.0 \
    grt_setup_unrepaired "false" \
    ir_drop_mv 0.0514 \
    power_frac_comb_pct 38.1 \
    topCellsByArea "edfxtp_1, dfxtp_1, mux4_2" \
    post-synth-top-area-cell "edfxtp_1" \
    ys.flops 261 \
    hold-worst-slack_ns 0.501 \
    antenna_found_initial 0 \
    critPathCaptureType "output pin" \
    cts_sinks 261 \
    dp.cells 1931 \
    p_sw_share_pct 34.7 \
    hp-class "register to register" \
    die_h_um 197 \
    die_x_um 197 \
    tool_warnings 26 \
    fin_cells 1982 \
    rows 71 \
    startpoint_type "register" \
    cts_resized 0 \
    antenna_cells 0 \
    lay_top_count "edfxtp_1" \
    drtIter0Drc 868 \
    path_clk_slew_ns 0.06 \
    p_total_mw 1.79 \
    top_usage_layer "met1" \
    synth_stat.cells 1377 \
    drive_gt1_share_pct 14.0 \
    timing.rr.start "u_dec.instr[21]" \
    viasPerCell 5.80 \
    mux_area_share_pct 11.1 \
    wl_per_cell_um 22.5 \
    grt_usage_pct 24.8 \
    period_used_pct 56.4 \
    design_area_mm2 0.0175 \
    edf_count 224 \
    worst_ep_required_time_ns 18.48 \
    port_buffers 78 \
    yosys-stat-area_mm2 0.0152 \
    slowest_delay_ns 0.66 \
]
-- worst min path at each step --
| stage | to | slack (ns) | depth (start not counted) | startpoint |
|---|---|---|---|---|
| after CTS | pc[31] | 0.51 | 2 | pc[31] |
| after global routing | pc[18] | 0.54 | 2 | pc[18] |
| final | pc[31] | 0.50 | 2 | pc[31] |
-- worst reg2reg max path, cell delays in order (launching register included) --
cell and delay (ns):
dfxtp_4 0.66, buf_4 0.58, inv_1 0.31, a2111oi_0 0.62
o31ai_2 0.09, buf_4 0.25, nand2_1 0.46, ha_1 0.31
and4_1 0.34, and2_1 0.23, o21ai_1 0.26, nor2_1 0.21
xor2_1 0.15, ha_1 0.33, nand2_1 0.09, o21ai_0 0.12
o41ai_1 0.59, a41oi_1 0.46, a31oi_1 0.36, nor3b_1 0.29
nor4_2 0.09, xnor2_1 0.48
-- power groups by stage --
stage	clock network (mW)	logic [mW]	registers [mW]
CTS	0.457	0.683	0.661
global route	0.476	0.743	0.668
finish	0.448	0.682	0.661
-- per-layer routing --
layer	share of wire, %	vias to the layer above
met2	45	462
met4	1.1	0
met3	9.2	39
met1	45	5615
met5	0	-
li1	-	5384
-- logic make-up (layout without fill, tap and decap cells) --
family                     after synthesis  count (layout)
and+or+nand+nor                        406             406
DFF                                    261             261
other                                    2              25
xor gates and xnor gates                75              75
adders and majority gates               36              36
AOI/OAI and AO/OA                      331             331
buffers and inverters                  145             216
muxes                                  121             121
-- metrics by stage --
stage          setup slack (ns)  utilization [%]
2_1_floorplan             13.30                -
3_3_place_gp              10.88             44.1
3_5_place_dp              10.62             44.1
4_1_cts                   10.01             46.6
5_1_grt                    9.07             46.6
6_report                  10.08             46.6
-- layout make-up --
type                            count  area (um2)  share of cell area, %
Clock buffer                       36         731                   4.18
Clock inverter                     15         198                   1.13
Inverter                           24        90.1                  0.516
Multi-Input combinational cell    994        7090                   40.6
Sequential cell                   261        7480                   42.8
Tap cell                          511         639                   3.66
Timing Repair Buffer              141        1250                   7.17
-- cell usage after synthesis, drive strengths merged, types with 36 or more instances --
library cell / count
a21oi: 83
buf: 64
clkbuf: 57
dfxtp: 37
edfxtp: 224
mux2: 39
mux2i: 49
nand2: 57
nand3: 46
nor2: 114
nor3: 105
o21ai: 91
xnor2: 39
xor2: 36
-- state kept, by name (all words and copies together) (netlist names) --
register,cells
u_rf.regs,224
u_dec.instr,3
dbg_instr,4
pc,30
Power is estimated from default activity; no workload was simulated.
